==> design/flow/design.v <==
`timescale 1ns / 1ps
module decoder(
    input [31:0] instruction,
    output reg [1:0] instr_type,
    output reg [2:0] data_instr_type,
    output reg [1:0] mem_inst_type,
    output reg [1:0] jmp_instr_type
    );
    always @(*) begin
	case(instruction[27:26]) 
		00: begin 
			instr_type = 2'b01;  
			data_instr_type = instruction[25] ? 3'b001 :
				!instruction[25] && !instruction[4] ? 3'b010 : 
				instruction[25] && instruction[7] && instruction [4] ? 3'b011 :
				!instruction[25] && !instruction[24] && !instruction[7] && 
				instruction[6] && instruction[5] && !instruction[4] ? 3'b100 : 3'b000;
		end
		01: instr_type=2'b10;  
		10: begin 
			instr_type=2'b11;  
			jmp_instr_type = instruction[25] && !instruction[24] ? 2'b01 : 
				instruction[25] && instruction[24] ? 2'b10 : 2'b00;
		end
	    	default: instr_type=2'b00;  
	endcase
	mem_inst_type = data_instr_type == 1 ? 1 : 
		data_instr_type == 2 ? 2 : 0;
   end 
endmodule
==> design/flow/run.sh <==
#!/bin/bash
# OpenROAD 26Q1-2900-gdf79404cd8, Yosys 0.63+post, stock flow scripts
make -C /OpenROAD-flow-scripts/flow DESIGN_CONFIG=/design/flow/config.mk WORK_HOME=/design/flow/orfs finish
==> design/flow/config.mk <==
export PLATFORM = sky130hd
export DESIGN_NAME = decoder
export DESIGN_NICKNAME = decoder
export VERILOG_FILES = /design/flow/design.v
export SDC_FILE = /design/flow/constraint.sdc
export NUM_CORES = 4
export LEC_CHECK = 1
export CORE_AREA = 10 10 70 70
export DIE_AREA = 0 0 80 80
==> design/flow/constraint.sdc <==
current_design decoder

set clk_period 2.4
set clk_io_pct 0.2

create_clock -name clk0 -period $clk_period

set non_clock_inputs [all_inputs -no_clocks]
set_input_delay [expr $clk_period * $clk_io_pct] -clock clk0 $non_clock_inputs
set_output_delay [expr $clk_period * $clk_io_pct] -clock clk0 [all_outputs]
==> run_results.csv <==
group,metric,value,unit
clock_network,cts_hold_buffers,0,
pwr,vdd.ir_drop.worst,0.00001342,V
routing,drt.antenna.violating_nets,0,
synthesis,yosys_warnings,6,
placed_design,placement_stage_worst_setup_slack,-0.1232,ns
hold_path,min_delay_path_class,"input pin to output pin",
pwr,power-per-cell-area,113.2,mW/mm²
synthesis,yosysMostFrequentCell,"sky130_fd_sc_hd__dlxtn_1",
worst_setup_path,critPathLaunch,"instruction[27]",
cells_and_area,area.sequential,45.04,µm²
cells_and_area,area_delta_synth_final,127.0,%
placed_design,detailed_place_hpwl,519.2,µm
sta,finalWorstPathRequiredPeriod,2.230,ns
synthesis,area_leaders,"sky130_fd_sc_hd__dlxtn_1 (32%), sky130_fd_sc_hd__buf_4 (11%), sky130_fd_sc_hd__o31ai_1 (11%), sky130_fd_sc_hd__or4_4 (8.1%), sky130_fd_sc_hd__o21ai_0 (7.2%)",
synthesis,synth_flop_count,3,
cells_and_area,largest_reg_flops,3,
routing,detailroute.via_count,164,
floorplanning,floorplan.rows,21,
routing,detailedRoute.firstIterationViolations,0,
floorplanning,floorplan.core_util,4.066,%
worst_setup_path,cp_slowest_cell,"sky130_fd_sc_hd__clkdlybuf4s50_1",
sta,finalSetupViolations,0,
sta,layout_worst_path_cycle_share,92.92,%
cells_and_area,finalCoreUtilization,9.231,%
grt,antenna_found_initial,0,
sta,unrepaired_setup_endpoints_after_global_routing,"no",
cells_and_area,final_layout_size_suffix_gt1_share,19.35,%
cells_and_area,fillCellCount,413,
synthesis,edf_count,0,
synthesis,synth.yosys.num_cells,18,
floorplanning,chipHeight,80,µm
routing,routed_len_inst,7.377,µm
routing,routed_wirelength,568,µm
floorplanning,top_level_ports,41,
worst_setup_path,slowest_delay,0.53,ns
grt,maximum_number_of_pins_on_one_net_before_global_route_repair,5,
cells_and_area,final_area,315.3,µm²
pwr,total_power,35.70,µW
worst_setup_path,worst_setup_path_endpoint,"instr_type[0]",
routing,drcViolationCount,0,
cells_and_area,logic_area,78.83,µm²
grt,first_global_vias,182,
job,drv.max_cap_violation_count,0,
synthesis,ys_top_cells_by_count,"sky130_fd_sc_hd__dlxtn_1 (3), sky130_fd_sc_hd__buf_4 (2), sky130_fd_sc_hd__nand2_1 (2), sky130_fd_sc_hd__o21ai_0 (2), sky130_fd_sc_hd__o31ai_1 (2)",
worst_setup_path,crit_path_cell_trace,"clkdlybuf4s50_1 -> buf_4 -> nor2_1 -> clkdlybuf4s50_1",
job,tool_warnings,60,
worst_setup_path,crit_path_start_kind,"input pin",
synthesis,synthArstFlopShare,0,%
synthesis,syn-instance-count,18,
sta,fin_hold_ws,1.823,ns
floorplanning,floorplan.core_area,0.003416,mm²
worst_setup_path,worstSetupPathDepth,4,
synthesis,yosysChipArea,138.9,µm²
worst_setup_path,crit_arrival,1.75,ns
grt,grt_pass1_wl,883,µm
floorplanning,design.die.area,0.006400,mm²
worst_setup_path,cp-end-kind,"output pin",
sta,untimed_endpoints,6,
routing,number_of_antenna_repair_diodes,0,
routing,vias_per_cell,2.130,
sta,fin_ws,0.1700,ns
placed_design,port-buffer-count,11,
placed_design,postPlaceCellArea,317.8,µm²
sta,max_clock_freq,448.4,MHz
sta,unclocked_regs,3,
worst_setup_path,critPathKind,"input pin to output pin",
worst_setup_path,critical_path_buf_inv_count,3,
outcome,status,"completed",
worst_setup_path,path_common_cell,"sky130_fd_sc_hd__clkdlybuf4s50_1",
placed_design,place.gp.congestion,0.5935,
synthesis,synthesis.area_per_instance,7.716,µm²
grt,globalRouteOverflowTotal,0,
synthesis,area_fraction_of_the_dominant_cell_type_after_synthesis,32.43,%
floorplanning,die_x,80,µm
sta,final_max_slew_viol_count,0,
worst_setup_path,critPathRequiredTime,1.92,ns
synthesis,yosys.area.top_type,"sky130_fd_sc_hd__dlxtn_1",
synthesis,ff_type,"sky130_fd_sc_hd__dlxtn_1",
grt,globalRouteTotalUtil,1.689,%
synthesis,syn-cell-area,138.9,µm²
synthesis,number_of_distinct_standard_cells_referenced_by_the_synthesized_netlist,12,
routing,first_pass_iters,1,
pwr,leakagePower,0.0001264,µW
sta,finalHoldViolations,0,
worst_setup_path,crit_path_max_fanout,4,
worst_setup_path,crit_path_max_delay_family,"buffers and inverters",
==> area by class of cell <==
type,instances,area share (%)
Sequential cell,3,14.29
Tap cell,46,18.25
Timing Repair Buffer,14,41.27
Multi-Input combinational cell,13,25.00
Inverter,1,1.190
==> worst min-delay path by stage <==
stage	start	slack (ns)	endpoint	depth (start not counted)
CTS	instruction[4]	1.83	mem_inst_type[1]	4
global route	instruction[4]	1.87	mem_inst_type[1]	4
finish	instruction[4]	1.82	mem_inst_type[1]	4
==> metrics by stage <==
stage          setup TNS, ns  instances
2_1_floorplan              0         19
3_3_place_gp         -0.2320         77
3_5_place_dp         -0.2199         77
4_1_cts                    0         77
5_1_grt                    0         77
6_report                   0         77
==> logic make-up after synthesis <==
family / after synthesis / share of synthesized area, %
and+or+nand+nor: 7 / 33.34
buffers and inverters: 3 / 13.51
latches: 3 / 32.43
AOI/OAI and AO/OA: 4 / 18.02
other: 1 / 2.700
==> repair_timing <==
action | in CTS | in global routing
resized | 2 | 0
endpoints found under the setup margin | 2 | 0
buffers inserted | 0 | 0
==> placed cells by master (no fill, tap or decap), types with 2 or more instances in the layout <==
cell / Yosys / final
sky130_fd_sc_hd__nand2_1: 2 / 2
sky130_fd_sc_hd__clkdlybuf4s50_1: 0 / 9
sky130_fd_sc_hd__o31ai_1: 2 / 2
sky130_fd_sc_hd__dlxtn_1: 3 / 3
sky130_fd_sc_hd__conb_1: 1 / 2
sky130_fd_sc_hd__buf_4: 2 / 3
sky130_fd_sc_hd__o21ai_0: 2 / 2
sky130_fd_sc_hd__dlygate4sd2_1: 0 / 2
==> power by group <==
| group | total (µW) | internal, µW | switching (µW) | leakage [µW] |
|---|---|---|---|---|
| clock | 0 | 0 | 0 | 0 |
| sequential | 5.75 | 4.21 | 1.54 | 0.0000234 |
| combinational | 29.9 | 21.0 | 8.92 | 0.000103 |
==> layer usage <==
layer,vias up,part of all wire [%],GRT usage (%)
li1,86,-,-
met1,71,39,2.056
met2,7,42,2.488
met3,0,19,1.250
met4,0,0,0
met5,-,0,0
Power figures rest on the tool's default switching activity, not on a simulated workload.
