**design/flow/run.sh**
```bash
#!/bin/bash
# OpenROAD 26Q1-2900-gdf79404cd8, Yosys 0.63+post, stock flow scripts
make -C /OpenROAD-flow-scripts/flow DESIGN_CONFIG=/design/flow/config.mk WORK_HOME=/design/flow/orfs finish
```
**design/flow/config.mk**
```make
export PLATFORM = sky130hd
export DESIGN_NAME = pc_module
export DESIGN_NICKNAME = pc_module
export VERILOG_FILES = /design/flow/design.v
export SDC_FILE = /design/flow/constraint.sdc
export NUM_CORES = 4
export LEC_CHECK = 1
export CORE_AREA = 10 10 73 73
export DIE_AREA = 0 0 83 83
```
**design/flow/constraint.sdc**
```tcl
current_design pc_module

set clk_period 1.6
set clk_io_pct 0.2

create_clock -name clk0 -period $clk_period [get_ports {clk}]

set non_clock_inputs [all_inputs -no_clocks]
set_input_delay [expr $clk_period * $clk_io_pct] -clock clk0 $non_clock_inputs
set_output_delay [expr $clk_period * $clk_io_pct] -clock clk0 [all_outputs]
```
**design/flow/design.v**
```verilog
`timescale 1ns / 1ps
module pc_module(
    input clk,
    input sel,
    input [7:0] jmp,
    output reg [7:0] pc_out,
    output [7:0] r15
    );
    wire [7:0] mux_in;
    always @ (posedge clk) begin
	    pc_out <= mux_in;
    end
    assign mux_in = sel ? jmp : pc_out+1;
    assign r15 = pc_out + 2;
endmodule
```
==> PnR_summary.wiki <==
== Metrics ==
{| class="wikitable"
! Metric !! Value
|-
| Result of the run || complete, no violations
|-
| Hold Path Class || reg -> reg
|-
| Flip-flop count of the largest register after layout || 8
|-
| Die Width || 83 um
|-
| Syn avg cell area || 8.42 um^2
|-
| Wire length after detailed routing || 1600 um
|-
| Clk Latency, worst-skew pair || 0.23 ns
|-
| Die Y-Extent || 83 um
|-
| Number of synthesized flops with an enable pin || 0
|-
| Fin Clk Skew || 0.00518 ns
|-
| Number of OpenROAD warnings || 26
|-
| Summed instance area of the synthesized netlist || 463 um^2
|-
| Final instance area || 873 um^2
|-
| Number of violations of the max-capacitance limit || 0
|-
| Gpl congestion || 0.854
|-
| Most used flip-flop cell after synthesis || dfxtp_1
|-
| Net switching component of the power || 210 uW
|-
| Maximum number of pins on one net before global-route repair || 11
|-
| Largest regs || pc_out (8)
|-
| Final antenna diode count || 0
|-
| Count of input and output buffers || 25
|-
| Static leakage || 0.000352 uW
|-
| Required time worst endpoint || 1.28 ns
|-
| Prevailing logic family in the synthesized netlist || simple AND/OR/NAND/NOR gates
|-
| CTS tree || built
|-
| Clock Sinks || 8
|-
| Area share of the largest cell type after synthesis || 0.346
|-
| Switching part of the total power || 0.261
|-
| Number of pins exceeding their max-slew limit in the final report || 0
|-
| Number of buffers created by CTS || 3
|-
| Post-layout min period || 1.54 ns
|-
| Clock edge transition at the registers on the reported setup and hold paths || 0.04 ns
|-
| Arithmetic-cell share of the synthesized area counting full adders, half adders and majority gates || 0.0541
|-
| Finish-stage setup viols || 0
|-
| Proportion of synthesized chip area in sequential cells || 0.346
|-
| Synthesized instance count || 55
|-
| Floorplan core area || 3740 um^2
|-
| Number of antenna violations at the first check in global routing || 0
|-
| Number of hold buffers added after CTS || 0
|-
| List of most frequent post-synthesis cells || 8 x dfxtp_1, 7 x nand2_1, 7 x o21ai_0
|-
| Number of placed I/O pins || 26
|-
| Clock power share || 0.296
|-
| DP HPWL || 1300 um
|-
| CP startpoint kind || flop
|-
| Headroom to the max-slew limit || 0.836
|-
| Internal Power || 594 uW
|-
| Fraction of final layout cells with drive strength greater than 1 || 0.218
|-
| Peak supply drop || 0.276 mV
|-
| Synth mux share || 0.0243
|-
| Post-synthesis cell type with the largest instance count || dfxtp_1
|-
| Hold_ws || 0.545 ns
|-
| Data arrival time of the worst path || 1.22 ns
|-
| Global-route wire length before repair || 2710 um
|-
| Yosys stat area || 463 um^2
|-
| Buffer type at the clock tree root || clkbuf_8
|-
| Instance area after placement || 803 um^2
|-
| Detailed-route wire length per cell || 11.8 um
|-
| Floorplan Utilization || 0.124
|-
| Number of placement rows || 22
|-
| Deepest level of the CTS H-tree || 1
|-
| Fraction of registers with async set or reset after synthesis || 0
|-
| Register with the most flip-flops || pc_out
|-
| Starting DRC count in detailed routing || 35
|-
| Ratio of final minimum period to clock period || 0.962
|-
| Number of distinct standard cells referenced by the synthesized netlist || 18
|-
| Vias in the first global route || 523
|-
| Setup repair bufs after CTS || 0
|-
| Number of fill cells || 417
|-
| Critical path class || reg -> out
|-
| Number of hold violations in the final report || 0
|-
| Remaining global-route overflow || 0
|-
| Post-synthesis simple-gate area fraction || 0.222
|-
| Vias || 524
|-
| Compound-Gate Fraction of Synth Area || 0.103
|-
| Area fraction in xor and xnor cells || 0.170
|-
| Max FO, Critical Path || 6
|-
| Pwr Density || 921 nW/um^2
|-
| Combinational Power Share || 0.382
|-
| Number of iterations in the first detailed-routing pass || 5
|-
| Yosys stat cell total || 55
|-
| Post-DR vias/cell || 3.88
|-
| Sequential group share of total power || 0.321
|-
| Clock Tree Buf Depth || 2
|-
| Warnings, synthesis || 1
|-
| Synthesized registers || 8
|-
| Unrepaired setup endpoints after global routing || no
|-
| Die Footprint || 6890 um^2
|-
| Remaining antenna violation count || 0
|-
| Transition at the pin with the smallest max-transition slack || 0.245 ns
|-
| Achievable frequency || 650 MHz
|-
| Remaining DRCs || 0
|-
| Crit path capture type || output pin
|-
| Cell accounting for the most synthesized area || dfxtp_1
|-
| Area overhead of the layout relative to synthesis || 88.6%
|-
| Top area cells in the synthesized netlist || dfxtp_1 35%, xnor2_1 9.5%, o21ai_0 7.6%, xor2_1 7.6%, nand3_1 6.5%
|-
| GRT Overall Usage || 0.0464
|}
-- path summary, 6_finish.rpt --
kind,depth (start not counted),slack [ns],startpoint,to
setup / recovery,4,0.06,pc_out[2],r15[4]
hold / removal,2,0.54,pc_out[7],pc_out[7]
setup reg to reg,4,0.31,pc_out[0],pc_out[6]
hold reg to reg,2,0.54,pc_out[7],pc_out[7]
-- worst max-delay path: stages (launching register included) --
cell	delay, ns
dfxtp_2	0.34
buf_4	0.15
nand3_1	0.09
xnor2_1	0.18
dlygate4sd2_1	0.24
-- cell families after synthesis --
family	count (synthesis)
AND-OR/OR-AND	9
AND/OR/NAND/NOR	20
buffers and inverters	6
XOR/XNOR	9
adder cells (fa/ha/maj)	2
flip-flops	8
multiplexers	1
-- power groups by stage --
| stage | Sequential, uW | Combinational [uW] | Clock, uW |
|---|---|---|---|
| final | 258 | 307 | 238 |
| after global routing | 264 | 347 | 259 |
| after CTS | 255 | 312 | 242 |
-- placed cells by master, fill, tap and decap left out --
cell type	Yosys	layout
and3_4	0	1
o21ai_0	7	7
clkbuf_8	0	3
buf_6	1	2
dlymetal6s2s_1	0	2
xor2_1	4	4
inv_1	2	2
or3_1	2	2
ha_1	2	1
clkdlybuf4s50_1	0	19
dlygate4sd2_1	0	4
buf_4	2	6
dfxtp_1	8	4
nand2_1	7	7
xnor2_1	5	5
ha_4	0	1
nand4_1	1	1
nand4_2	1	1
a31oi_1	2	2
dfxtp_2	0	4
mux2_2	1	1
nor2_1	2	2
nand3_1	6	6
-- metal layers --
metal  vias to the layer above  global-route usage  share of wire
met3                         0              0.0344           0.16
met1                       235              0.0607           0.46
met2                        37              0.0622           0.38
met5                         -                   0              0
met4                         0             0.00154              0
li1                        252                   -              -
-- repair_timing --
action / in CTS / in global routing
endpoints found under the setup margin: 6 / 4
resized: 9 / 6
gates cloned: 0 / 0
pin swaps: 1 / 3
-- area by class of cell --
type                    instances  area, um^2  share of cell area
inverters                       2        7.51             0.00860
well taps                      48        60.1              0.0688
multi-input cells              41         282               0.322
repair buffers                 33         318               0.364
flip-flops and latches          8         165               0.189
clock buffers                   3        41.3              0.0473
-- through the flow --
stage | setup slack [ns] | std cells | total power (uW) | util | TNS [ns]
after floorplan | 0.348 | 55 | 353 | - | 0
after global placement | 0.0113 | 132 | 566 | 0.215 | 0
after detailed placement | -0.00191 | 132 | 568 | 0.215 | -0.00191
after CTS | -0.220 | 135 | 809 | 0.229 | -0.385
after global routing | 0.00272 | 135 | 870 | 0.233 | 0
final | 0.0605 | 135 | 804 | 0.233 | 0
No activity file was given, so power comes from the tool's default toggle rates.
