===== design/flow/design.v =====
`timescale 1ns / 1ps
module alu_module(
    input [31:0] A,
    input [31:0] B,
    input [1:0] OP,
    input [3:0] cmd,
    output reg [3:0] flags,
    output reg [31:0] out
    );
    always @(*) begin
	    case(cmd)
		    0: out = A & B;	 
		    1: out = A ^ B;	 
		    2: out = A - B;	 
		    3: out = B - A;	 
		    4: out = A + B;	 
		    10: out = A - B;	 
		    12: out = A | B;	 
		    default: out = 0;
	    endcase
    end
    always @(*) begin
	flags[3] = out[31];	 
	flags[2] = out ? 0 : 1;	 
	if (cmd==0 | cmd==10) begin 
		flags[1] = A < B ? 1 : 0;
		flags[0] = (A[31]!=B[31] && B[31]!=out[31]) ? 1 : 0;
	end
	else if(cmd==3) begin 
		flags[1] = A > B ? 1 : 0;
		flags[0] = (A[31]!=B[31] && B[31]!=out[31]) ? 1 : 0;	
	end
	else if(cmd==4) begin 
		flags[1] = (A>out || out<B) ? 1 : 0;
		flags[0] = (A[31]==B[31] && A[31]!=out[31]) ? 1 : 0;	
	end
	else begin
	flags[1]=0;
	flags[0]=0;
	end
    end
endmodule

===== design/flow/run.sh =====
#!/bin/bash
# OpenROAD 26Q1-2900-gdf79404cd8, Yosys 0.63+post, stock flow scripts
make -C /OpenROAD-flow-scripts/flow DESIGN_CONFIG=/design/flow/config.mk WORK_HOME=/design/flow/orfs finish

===== design/flow/config.mk =====
export PLATFORM = sky130hd
export DESIGN_NAME = alu_module
export DESIGN_NICKNAME = alu_module
export VERILOG_FILES = /design/flow/design.v
export SDC_FILE = /design/flow/constraint.sdc
export NUM_CORES = 4
export LEC_CHECK = 1
export CORE_UTILIZATION = 40

===== design/flow/constraint.sdc =====
current_design alu_module

set clk_period 19.0
set clk_io_pct 0.2

create_clock -name clk0 -period $clk_period

set non_clock_inputs [all_inputs -no_clocks]
set_input_delay [expr $clk_period * $clk_io_pct] -clock clk0 $non_clock_inputs
set_output_delay [expr $clk_period * $clk_io_pct] -clock clk0 [all_outputs]

==> summary.txt <==
Flow results are below.

- The initial core utilization is 40.7%, for reference.
- By count the netlist is led by ha_1 (190), inv_1 (124), a21oi_1 (90).
- On met2, the global router reports a usage of a little over two fifths.
- Using the TritonRoute via totals, the vias-per-cell ratio works out to between 5 and 6.
- The most frequently used library cell after synthesis is ha_1.
- The synthesized netlist handed to floorplanning was reported with a cell count of between 1000 and 1500.
- The flow measured a signed area growth from synthesis to layout of 16.9%.
- The die footprint is between 20000 and 25000 µm², for reference.
- The area fraction of the largest cell type after synthesis is 30.0%.
- The peak per-stage delay on the critical path is between 700 and 800 ps, for reference.
- The worst hold path was traced through 4 stages.
- The endpoint type of the worst setup path is a primary output, for reference.
- The startpoint of the worst hold path is A[31], for reference.
- The remaining max-slew budget at the tightest pin is between 40% and 50%, for reference.
- The sequential cell area fraction in the yosys report is 0%, for reference.
- Of all cell types, the one taking the most synthesized area is ha_1.
- The maximum net fanout on the critical path is 18, for reference.
- 106 I/O pins were placed.
- The slowest cell on the critical path is clkdlybuf4s50_1, for reference.
- The number of max-cap violations is 0, for reference.
- Dividing the synthesized area by the synthesized cell count gives 7.01 µm².
- The highest supply drop recorded on VDD is roughly 0.014 mV.
- The flip-flop and latch count is 0, for reference.
- The width of the die is around 140 µm, for reference.
- The number of failing setup endpoints in the final timing report is 0, for reference.
- For the pin with the worst max-slew slack, the measured transition is roughly 800 ps.
- The detailed placer reported the number of placed instances as ~1500.
- The area used by sequential logic in the layout is 0 µm², for reference.
- The path with the worst hold slack has its endpoint at flags[0].
- The routed layout has 8527 vias.
- The number of pins with negative max-slew slack in the final report is 0, for reference.
- The total grt overflow is 0, for reference.
- The tally of nets with antenna violations remaining after routing is 0, for reference.
- Buffers placed on the I/O ports in this run total approximately 100.
- The type of the setup path with the least slack is input port to primary output, for reference.
- The share of the clock period used by the worst path after layout is about four fifths, for reference.
- The count of yosys warnings during synthesis is 1, for reference.
- The total wire length is around 28000 µm, for reference.
- The clock buffer count in the final layout is 0, for reference.
- The final antenna diode tally reported by the flow is 0.
- The minimum setup slack after placement is approximately 3700 ps, for reference.
- Entering global routing, the biggest net connects 28 pins.
- The number of buffers inserted by post-CTS setup repair is 0, for reference.
- Per the timing report, the achievable frequency comes out to around 65 MHz.
- The highest-utilization routing layer at the global route stage is met2, for reference.
- After filler insertion, the fill cell instance count of the layout stands at ~2000.
- The placeable core region is between 15000 and 20000 µm², for reference.
- The worst endpoint required time is ~15000 ps, for reference.
- The final critical-path setup slack is 3690 ps, for reference.
- The critical path startpoint category is an input port, for reference.
- The share of the core filled with cells is a little under half, for reference.
- The number of OpenROAD warnings is ~98, for reference.
- In the log, the iteration count for the first detailed-route pass is 5.
- The number of distinct library cell variants in the gate-level netlist after synthesis is 83, for reference.
- In the final timing run, aggregate negative setup slack is 0 ps.
- The first-pass GRT wire length is 42600 µm, for reference.
- Setup repair after global routing left no endpoint under its margin.
- The final non-filler cell area is about 9000 µm², for reference.
- Routing resource usage on met3 recorded by global route was around 1.4%.
- Of the cells placed in the final design, the portion with a size suffix greater than 1 is around 4.0%.
- The mapped cell area is slightly below 8000 µm², for reference.
- Per the OpenROAD floorplan log, the height of the die is 143 µm.
- The power report puts the leakage power at 4.22 nW.
- The cell with the most instances on the worst path is o31ai_1, for reference.
- The number of hold buffers added after CTS was 0.
- The routed design could run at a clock period as short as roughly 15000 ps.
- The total global-route track usage is around 27%, for reference.
- The minimum hold slack is approximately 9000 ps, for reference.
- The met1 track demand over resource in global routing is approximately two fifths, for reference.
- The report lists the power per cell area as ~33 nW/µm².
- The post-layout total power is slightly above 300 µW, for reference.
- Dividing the detail-routed wire length by the instance count gives ~19 µm.
- The finished layout holds roughly 1500 standard cells, fillers aside.
- The number of global-route vias before repair is approximately 7700, for reference.
- The kind of path behind the tightest hold check is input port to primary output, for reference.
- In this run the core area contains roughly 51 standard-cell rows.
- At the end of routability-driven placement, the weighted congestion stood at about 0.97.
- The number of antenna violations at the first check in global routing is 0, for reference.
- For reference, the top cells by area after synthesis are ha_1 (30%), xnor2_1 (6.0%), inv_1 (5.9%), a21oi_1 (5.7%), o21ai_0 (4.4%).
- Summing all placed instances gives a cell area of 9270 µm².
- The flow ran to the end, and the final reports show no timing, DRC or antenna violations.
- The DRC violations left is 0, for reference.
- The number of cell instances after yosys synthesis is roughly 1100, for reference.
- The initial DRC count is about 670, for reference.
- The OpenROAD report gives the critical path a data arrival time of ~12000 ps.
- The number of resized instances in the post-cts repair step is 0, for reference.
- The stat command in Yosys gives a chip area of between 7000 and 8000 µm².
- The placed wire-length estimate is between 20000 and 25000 µm, for reference.
- The number of failing hold endpoints at the final stage is 0, for reference.
[layer usage]
layer  vias up  share of wire [%]
met2       267                 43
met5         -                  0
li1       4319                  -
met3        24                5.7
met4         0                1.8
met1      3917                 49
[worst max-delay path: cells and delay by family]
kind            cells  cell delay [ps]
compound gates     10             2620
xor+xnor            1              150
fa+ha+maj           2              670
buf+inv             4             1500
simple gates       10             2780
[cell families after synthesis]
group | synth area share, %
AND-OR/OR-AND | 29.8
adder cells (fa/ha/maj) | 30.5
AND/OR/NAND/NOR | 23.2
XOR/XNOR | 7.18
buffers and inverters | 7.95
multiplexers | 1.40
[placed cells by master (no fill, tap or decap), drive strengths merged, types with 6 or more instances in the layout]
cell type      netlist  final
nor2                90     90
clkdlybuf4s50        0    104
o31ai               11     11
o211ai              14     14
nor3                18     18
nand3               26     26
a31oi               11     11
o221ai               8      8
or3                  8      8
inv                124    124
a22oi                6      6
o21ai               74     74
nor4                23     23
nand2b              22     22
or4                  8      8
nand4               22     22
a21o                24     24
o21a                 9      9
xor2                11     11
o22ai                8      8
and2                 7      7
buf                 15     14
nand2               74     74
o21bai               7      7
nor2b               20     20
a21oi               90     90
a221oi              14     14
ha                 190    190
a211oi              25     25
or2                  6      6
xnor2               54     54
mux2i               10     10
[where the power goes]
| part | internal, mW | switching [mW] |
|---|---|---|
| combinational | 0.132 | 0.176 |
| sequential | 0 | 0 |
| clock | 0 | 0 |
| total | 0.132 | 0.176 |
[how the worst max path moves through the flow]
stage	to	from	slack, ps	cells past startpoint
finish	flags[1]	cmd[1]	3690	27
CTS	flags[1]	cmd[1]	3700	27
global route	flags[1]	cmd[1]	3240	26
[layout make-up]
cell class | count | area, µm² | area share (%)
Inverter | 124 | 465 | 5.02
Tap cell | 265 | 332 | 3.58
Timing Repair Buffer | 118 | 1150 | 12.4
Multi-Input combinational cell | 970 | 7330 | 79.0
Power figures rest on the tool's default switching activity, not on a simulated workload.
